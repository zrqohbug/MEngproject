### config.mk
export PLATFORM = sky130hd
export DESIGN_NAME = systolictop
export DESIGN_NICKNAME = systolictop
export VERILOG_FILES = /design/flow/design.v
export SDC_FILE = /design/flow/constraint.sdc
export NUM_CORES = 4
export LEC_CHECK = 1
export CORE_UTILIZATION = 40
### constraint.sdc
current_design systolictop

set clk_period 10.6
set clk_io_pct 0.2

create_clock -name clk0 -period $clk_period [get_ports {clk}]

set non_clock_inputs [all_inputs -no_clocks]
set_input_delay [expr $clk_period * $clk_io_pct] -clock clk0 $non_clock_inputs
set_output_delay [expr $clk_period * $clk_io_pct] -clock clk0 [all_outputs]
### design.v
module processelement
(
  input  wire clk,
  input  wire [8-1:0] MUL_A_in,
  input  wire [8-1:0] MUL_B_in,
  input  wire reset,
  input  wire clear,
  output reg [2*8-1:0] MUL_C_out,
  output reg [2*8-1:0] MUL_A_out,
  output reg [2*8-1:0] MUL_B_out
);
  wire [63:0] RESULT;
  wire [63:0] NEXT_RESULT;
  assign RESULT = MUL_A_in * MUL_B_in;
  assign NEXT_RESULT = clear ? RESULT : RESULT + MUL_C_out;
  always @( posedge clk ) begin
    if ( reset ) begin
      MUL_C_out <= 64'b0;
      MUL_A_out <= 64'b0;
      MUL_B_out <= 64'b0;
	 end
    else begin
      MUL_C_out <= NEXT_RESULT;
      MUL_A_out <= MUL_A_in;
      MUL_B_out <= MUL_B_in;
	 end
   end
endmodule
module systolicCU
(
 input wire clk,reset,
 input wire [8-1:0] a1,a2,b1,b2,
 input wire [3-1:0] i,j,
 output reg [1:0] v,
 output reg [3-1:0] x,y,
 output reg clear1,clear2,clear3,clear4
);
localparam
	s0 = 0,
	s1 = 1,
	s2 = 2,
	s3 = 3,
	s4 = 4,
	s5 = 5,
	s6 = 6,
	s7 = 7,
	s8 = 8,
	s9 = 9,
	s10= 10;
	reg [4:0] state_reg,state_next;
always @(posedge clk, posedge reset) begin
    if (reset) begin
        state_reg <= s0;
    end
    else begin
        state_reg <= state_next;
    end
end 
always @(state_reg or a1) begin 
    case (state_reg)
        s0 : begin
            if ( a1 != 0) begin   
                state_next = s1; 
            end
            else begin  
                state_next = s0; 
            end
        end
        s1 : begin
                state_next = s2; 
            end
        s2 : begin
                state_next = s3; 
            end
        s3 : begin
                state_next = s4; 
            end
        s4 : begin
                state_next = s5; 
            end
        s5 : begin
                state_next = s6; 
            end
        s6 : begin
                state_next = s7; 
            end
		  s7 : begin
                state_next = s8; 
            end
		  s8 : begin
                state_next = s9; 
            end
		  s9 : begin
                state_next = s10; 
            end
		  s10 : begin
                state_next = s3; 
            end
    endcase
end 
always @(state_reg) begin
    case (state_reg)  
        s0 : begin
				x = 0;
				y = 0;
				v = 0;
				clear1 = 0;
				clear2 = 0;
				clear3 = 0;
				clear4 = 0;
        end
        s3 : begin
				x = 0;
				y = 0;
				v = 0;
				clear1 = 0;
				clear2 = 0;
				clear3 = 0;
				clear4 = 0;
        end
        s8 : begin
				x = i;
				y = j;
				v = 1;
				clear1 = 1;
				clear2 = 0;
				clear3 = 0;
				clear4 = 0;
        end
		  s9 : begin
				v = 2;
				clear1 = 0;
				clear2 = 1;
				clear3 = 1;
				clear4 = 0;
        end
		  s10 : begin
				v = 3;
				clear1 = 0;
				clear2 = 0;
				clear3 = 0;
				clear4 = 1;
        end
		  default: begin
				x = 0;
				y = 0;
				v = 0;
				clear1 = 0;
				clear2 = 0;
				clear3 = 0;
				clear4 = 0;
		   end
    endcase
end 
endmodule
module systolicmemory
(
 input wire clk,reset,
 input wire [2*8-1:0] c1,c2,c3,c4,
 input wire [3-1:0] x,y,
 input wire [1:0] mem_sel
);
reg [7:0] matrix [0:7] [0:7];
always @( posedge clk ) begin
   if ( reset ) begin
    	matrix[x][y] = 8'b0;
	end
	else begin
	if (mem_sel == 1) begin
		matrix[x][y] = c1;
	end
	else if (mem_sel == 2) begin
		matrix[x][y+1] = c2;
		matrix[x+1][y] = c3;
	end
	else if (mem_sel == 3) begin
		matrix[x+1][y+1] = c4;
	end
	end
end
endmodule
module systolictop
(
 input wire clk,reset,
 input wire [8-1:0] a1,a2,b1,b2,
 input wire [3-1:0] i,j,
 output wire [2*8-1:0] c1,c2,c3,c4
);
 wire [8-1:0] a12,a34,b13,b24;
 wire [3-1:0] x,y;
 wire clear1,clear2,clear3,clear4;
 wire [1:0] v;
 systolicCU ctrl1(.clk(clk), .reset(reset), .v(v), .x(x), .y(y), .i(i), .j(j), .clear1(clear1), .clear2(clear2), .clear3(clear3), .clear4(clear4), .a1(a1), .a2(a2), .b1(b1), .b2(b2));
 processelement pe1 (.clk(clk), .reset(reset), .MUL_A_in(a1),  .MUL_B_in(b1),  .MUL_A_out(a12), .MUL_B_out(b13), .MUL_C_out(c1), .clear(clear1));
 processelement pe2 (.clk(clk), .reset(reset), .MUL_A_in(a12), .MUL_B_in(b2),  .MUL_A_out(),    .MUL_B_out(b24), .MUL_C_out(c2), .clear(clear2));
 processelement pe3 (.clk(clk), .reset(reset), .MUL_A_in(a2),  .MUL_B_in(b13), .MUL_A_out(a34), .MUL_B_out(),    .MUL_C_out(c3), .clear(clear3));
 processelement pe4 (.clk(clk), .reset(reset), .MUL_A_in(a34), .MUL_B_in(b24), .MUL_A_out(),    .MUL_B_out(),    .MUL_C_out(c4), .clear(clear4));
 systolicmemory mem1(.clk(clk), .reset(reset), .c1(c1), .c2(c2), .c3(c3), .c4(c4), .mem_sel(v), .x(x), .y(y) );
endmodule
### run.sh
#!/bin/bash
# OpenROAD 26Q1-2900-gdf79404cd8, Yosys 0.63+post, stock flow scripts
make -C /OpenROAD-flow-scripts/flow DESIGN_CONFIG=/design/flow/config.mk WORK_HOME=/design/flow/orfs finish
==> reports/results.txt <==
Crit path max-delay family: adder cells
Met3 Routed Length: 1620 um
Latency at later pin: 0.37 ns
Yosys stat chip area: 14600 um2
Worst Tran Pin Value: 0.811 ns
WL met1: 15300 um
CP startpoint kind: input port
Final worst slack: 2.77 ns
Simple logic cell fraction of the synthesized area: 0.214
Most instantiated cells after synthesis: and2_1, inv_1, ha_1
Combinational power share: 0.688
Initial antenna violation count: 0
Endpoints left unconstrained: 8
Max IR drop VDD: 0.000248 V
Flops & latches, synth: 104
CTS max path bufs: 2
Hold Startpoint: pe3.MUL_C_out[15]
Status: completed
Synth-to-Final Area Change: 12.5%
CP max-delay cell: clkdlybuf4s50_1
Reg power frac: 0.184
Asr flop ratio synth: 0.0385
Drt via density: 5.13
Final Setup Violations: 0
CP startpoint: a2[5]
Sw Ratio: 0.441
DIE AREA: 37200 um2
DR top layer: met4
Diodes inserted: 0
Final clock skew: 0.00905 ns
Fin Setup TNS: 0 ns
Adder Share, Synth: 0.382
Top-area cell share: 0.203
CP dominant cell by count: fa_1
Max Clock Freq: 128 MHz
Floorplan Utilization: 0.408
Cell area after synthesis: 14600 um2
Crit-path max FO: 10
Yosys Warn Count: 7
Post-DP HPWL: 26300 um
Vias: 11482
MUX area fraction: 0.00567
Synth area leader: fa_1
Number of global-route vias before repair: 11167
First-pass GRT wire length: 54700 um
Min cycle time layout: 7.83 ns
Die Y: 193 um
Buffers on Ports: 97
Period utilisation layout: 0.738
Die extent in x: 193 um
Drt drc: 0
RSZ-0062 raised after global routing: false
RePlAce Congestion: 0.900
Worst-path cell chain: clkdlybuf4s50_1, nand2_1, fa_1, fa_1, inv_1, fa_1, inv_1, fa_1, inv_1, ha_1, o21a_1, o21a_1, a21oi_1, xnor2_1, ha_1, and3_1, a221oi_1, o21ai_0, a31oi_1, o41ai_1, mux2i_1, mux2i_1
Worst path max stage delay: 0.69 ns
Final wirelength: 32200 um
Max Slew Vio Count: 0
Place WS: 2.43 ns
Setup CP Type: in -> reg
Hold Buf Count CTS: 0
XOR-XNOR Cells, Area Fraction: 0.0451
1st-pass router iterations: 22
CTS root buffer: clkbuf_16
Mapped Cells: 1687
Post-placement cell count: 2221
Largest net degree at the start of global routing: 54
Core ar.: 35700 um2
CP Buf/Inv Count: 4
Met2 Routed Length: 14800 um
Dominant comb cell: adder cells
Avg Cell Area, Syn: 8.63 um2
CTS Buf Count: 9
PD cells: 184 nW/um2
CTS resizes: 0
Count of unclocked register or latch pins: 4
Crit. End Element: flop
Non-filler cells, final: 2237
Slew HR: 0.457
Number of logged tool warnings: 35
Required time worst endpoint: 10.90 ns
Filler Cell Count: 3385
CTS tree: yes
Fin util: 0.459
Top cells by area: fa_1, ha_1, dfxtp_1
Yosys cell count: 1687
P_int: 0.00169 W
Cell Rows: 69
Reg2reg start: pe1.MUL_B_out[2]
Fraction of layout cells with a size suffix above 1: 0.0242
Drt first-iter violations: 400
Arrival @ worst endpoint: 8.13 ns
Ys flop type: dfxtp_1
Post-route ant nets: 0
Yosys aoi share: 0.147
Hold Crit Class: reg -> reg
Setup Fix Bufs, Post-CTS: 0
Total GRT Usage: 0.190
Synth top cell by count: and2_1
Static leakage power: 8.20 nW
Post-synth EDFFs: 0
H-tree depth: 3
Grt total ovfl: 0
Fin. Hold Viols: 0
Clk pin slew, worst setup/hold paths: 0.08 ns
P_sw: 0.00133 W
IO Count: 104
Post-synth cell types: 74
Max-cap viol count: 0
Clock power share: 0.128
Routed len/inst: 14.4 um
[final cells by class]
| cell class | instances | area (um2) | share of cell area |
|---|---|---|---|
| tap | 461 | 577 | 0.0352 |
| timing repair buffer | 103 | 1010 | 0.0619 |
| clock inverter | 7 | 106 | 0.00649 |
| inverter | 214 | 803 | 0.0491 |
| sequential | 104 | 2080 | 0.127 |
| clock buffer | 9 | 225 | 0.0138 |
| multi-input combinational | 1339 | 11600 | 0.706 |
[tightest hold or removal path: stages, from the launching register on]
cell,delay [ns]
dfxtp_1,0.32
nand2_1,0.05
mux2i_1,0.07
mux2i_1,0.12
[worst paths after layout]
check | end | slack (ns) | cells after the start
min in group asynchronous | ctrl1.state_reg[1] | 2.16 | 2
max in group asynchronous | ctrl1.state_reg[0] | 7.98 | 2
worst min register to register | pe3.MUL_C_out[15] | 0.61 | 3
worst max register to register | pe3.MUL_C_out[15] | 4.66 | 21
worst max-delay path | pe3.MUL_C_out[15] | 2.77 | 22
worst min-delay path | pe3.MUL_C_out[15] | 0.61 | 3
[layer usage]
| layer | up-vias | global-route usage |
|---|---|---|
| met5 | - | 0 |
| met4 | 0 | 0.0245 |
| met3 | 30 | 0.0432 |
| met2 | 179 | 0.304 |
| met1 | 5450 | 0.275 |
| li1 | 5823 | - |
[through the flow]
step	power (W)	area, um2	hold slack, ns
3_3_place_gp	0.00262	16000	0.579
5_1_grt	0.00337	16400	0.626
4_1_cts	0.00305	16400	0.609
2_1_floorplan	0.00211	14600	0.556
6_report	0.00302	16400	0.607
3_5_place_dp	0.00263	16000	0.596
[logic make-up after synthesis]
| kind of cell | count (synthesis) |
|---|---|
| xor+xnor | 75 |
| fa+ha+maj | 356 |
| buf+inv | 244 |
| compound gates | 321 |
| latches | 4 |
| flops | 100 |
| simple gates | 580 |
| mux | 7 |
[cells in the final DEF (no fill, tap or decap), types with 29 or more instances in the layout]
cell,count
a21oi_1,108
clkdlybuf4s50_1,96
ha_1,208
inv_1,214
nor2b_1,38
fa_1,148
xnor2_1,48
and2_1,230
a21o_1,42
dfxtp_1,96
nor2_1,62
nand2_1,146
o21ai_0,29
[power by group through the flow]
stage,combinational (W),sequential (W),clock (W)
6_report,0.00208,0.000555,0.000385
5_1_grt,0.00238,0.000568,0.000413
4_1_cts,0.00209,0.000558,0.000400
Power figures rest on the tool's default switching activity, not on a simulated workload.
